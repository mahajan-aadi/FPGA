$ cat ./run.sh
#!/bin/bash
# OpenROAD 26Q1-2900-gdf79404cd8, Yosys 0.63+post, stock flow scripts
make -C /OpenROAD-flow-scripts/flow DESIGN_CONFIG=/design/flow/config.mk WORK_HOME=/design/flow/orfs finish
$ cat ./config.mk
export PLATFORM = sky130hd
export DESIGN_NAME = pipelined_MAC_19BEE0032
export DESIGN_NICKNAME = pipelined_MAC_19BEE0032
export VERILOG_FILES = /design/flow/design.v
export SDC_FILE = /design/flow/constraint.sdc
export NUM_CORES = 4
export LEC_CHECK = 1
export CORE_AREA = 10 10 108 108
export DIE_AREA = 0 0 118 118
$ cat ./constraint.sdc
current_design pipelined_MAC_19BEE0032

set clk_period 3.6
set clk_io_pct 0.2

create_clock -name clk0 -period $clk_period [get_ports {clk}]

set non_clock_inputs [all_inputs -no_clocks]
set_input_delay [expr $clk_period * $clk_io_pct] -clock clk0 $non_clock_inputs
set_output_delay [expr $clk_period * $clk_io_pct] -clock clk0 [all_outputs]
$ cat ./design.v
module acc_4_bit(input clk, reset,input [3:0] d,output reg [3:0] q);
always @(posedge clk,negedge reset)
begin
    if(!reset)
        q<='b0;
    else
        q<=d;
end
endmodule
module acc_8_bit(input clk,reset,input [7:0] d,output reg [7:0] q);
always @(posedge clk,negedge reset)
begin
    if(!reset)
        q<='b0;
    else
        q<=d;
end
endmodule
module acc_10_bit(input clk,reset,input [9:0] d,output reg [9:0] q);
always @(posedge clk,negedge reset)
begin
    if(!reset)
        q<='b0;
    else
        q<=d;
end
endmodule
module pipelined_MAC_19BEE0032(input clk,reset,input [3:0] a,input [3:0] b, output [9:0] cin);
        wire [3:0] w1,w2;
        wire [7:0] w3,w4;
        wire [9:0] w5,w6;
        acc_4_bit a1(clk,reset,a,w1);
        acc_4_bit a2(clk,reset,b,w2);
        assign w3=w2*w1;
        acc_8_bit a3(clk,reset,w3,w4);
        assign w5=w4+w6;
        acc_10_bit a4(clk,reset,w5,w6);
        assign cin=w6;
endmodule
==> run summary <==
Figures from the flow reports.

Global routing:
- The run puts the overall routing resource usage at 3.82%.
- The run gives the wire length of the first global-routing pass as 4570 um.
- The run puts the overflow left after global routing at 0.
- The run puts the pin count of the biggest net entering global routing at 27.
- The run gives the number of global-route vias before repair as 993.
- The initial antenna violation count is 0.

Layout:
- Cells fill 20.8% of the core in the end.
- The run puts the share of final-layout standard cells stronger than drive strength 1 at 5.52%.
- Leaving out filler cells and counting taps, the final layout contains 292.
- The run gives the relative area change from synthesis to final layout as 28.7%.

Synthesis:
- By area the synthesized netlist is led by dfrtp_1, ha_1, fa_1.
- The synthesis report names the predominant flop master as dfrtp_1.
- The run gives the post-synthesis cell count from yosys as 139.
- In this run the cell area of the synthesized design comes to 0.00150 mm2.
- By count the netlist is led by dfrtp_1, ha_1, inv_1.
- The run gives the number of synthesized flops with an enable pin as 0.
- The run gives the portion of the post-synthesis area used by sequential elements as 43.3%.
- Synthesis produced 139 cells.
- The cell type that accounts for the most area after synthesis is dfrtp_1.
- The run puts the average footprint of a synthesized cell at 10.8 um2.
- By instance count, the leading cell after synthesis is dfrtp_1.
- The run puts the distinct cell type count after synthesis at 26.
- The run puts the share of flip-flops with an asynchronous set or reset at 100%.
- The run gives the flip-flop and latch count after synthesis as 26.
- The synthesis log from Yosys contains 3 warnings.
- The run puts the area figure in the yosys stat output at 0.00150 mm2.
- The run gives the fraction of synthesized cell area taken by the top area cell type as 43.3%.

Floorplanning:
- Before placement the cells fill 16.2% of the core.
- The run puts the area of the core at 0.00928 mm2.
- The run gives the width of the chip as 118 um.
- For this design the top-level I/O count stands at 20.
- The run gives the area of the chip as 0.0139 mm2.
- According to the floorplan log, the row count is 35.
- The run gives the chip height as 118 um.

Worst setup path:
- For the worst reg-to-reg path, the startpoint reported by OpenROAD is a2.q[0].
- The run gives the critical path class as reg -> reg.
- STA classifies the critical path startpoint as a flop.
- The run gives the launching instance or port of the critical path as a2.q[0].
- The run puts the arrival time of data at the critical path endpoint at 2.87 ns.
- STA classifies the critical path endpoint as a flop.
- At the worst endpoint, the required time is 3.78 ns.
- In this run the critical register-to-register path is captured at a3.q[7].
- The run puts the path depth of the worst reg2reg path at 9.
- The run gives the worst-path maximum fanout as 4.
- The run gives the reg-to-reg setup timing slack as 0.91 ns.

Power:
- The run gives the peak ir drop on the vdd network as 0.294 mV.
- The run puts the overall power consumption at 1.26 mW.
- The run puts the power density over the cells at 653 mW/mm2.
- The run gives the leakage power of the design as 0.889 nW.

Hold path:
- Looking at the hold checks, the worst path lands on a4.q[0].
- The run gives the worst hold-check path type as reg -> reg.
- Per the hold report, the tightest min-delay path originates at a3.q[0].
- The report gives the cell count of the worst hold path as 1.

CTS:
- The tree is rooted in a clkbuf_8.
- The run gives the insertion delay at the late pin of the worst-skew pair as 0.26 ns.
- The run puts the level count of the clock H-tree at 1.
- The run gives the clock buffer count from CTS as 3.
- The run gives the number of buffers between clock root and the deepest sink as 2.
- The run puts the number of setup buffers added after CTS at 0.
- TritonCTS built the clock tree.
- The run gives the count of cells resized by post-cts repair as 0.
- The run gives the number of clock sinks as 26.
- After clock tree synthesis, the clock-pin slew on the worst setup and hold paths is 0.09 ns.
- The run puts the hold buffer count at cts at 0.

Timing:
- Based on the critical path, the design can be clocked at up to 0.372 GHz.
- In this run the tightest slew margin relative to its limit is 78.9%.
- Setup repair after global routing left no endpoint under its margin.
- The run gives the final count of pins violating max slew as 0.
- The run puts the ratio of final minimum period to clock period at 74.6%.
- The run puts the setup-violating endpoint count in the final report at 0.
- The run gives the final critical delay including setup and external delays as 2.69 ns.
- The run puts the final clock skew at 0.00246 ns.
- The run puts the transition at the pin with the smallest max-transition slack at 0.316 ns.
- The run gives the summed negative setup slack over all endpoints as 0 ns.
- The run puts the hold violation count in the final report at 0.

Placed design:
- The buffer_ports step reported a buffer count of 19.
- The run puts the final HPWL from detailed placement at 2090 um.
- Counting tap cells, the placed design contains a total of 288 instances.
- The run gives the weighted congestion at the end of routability-driven global placement as 0.878.

Run status:
- The run finished with clean final reports.

Detailed routing:
- The run puts the via count normalized by instance count at 3.34.
- The run puts the count of unresolved DRC violations after routing at 0.
- Per the detail_route report, routed wire per instance is 8.68 um.
- The run gives the post-route antenna net violation count as 0.
- The run puts the iteration-0 DRC count of the detailed router at 23.
- The run gives the count of vias placed by the detailed router as 976.
- The routed design ends up with an antenna cell count of 0.
- The first detailed-routing pass took 4 iterations.
- The detailed router reported a total wirelength of 2540 um.

Run:
- In this run the maximum-capacitance check reported violations numbering 0.
- The run gives the number of logged tool warnings as 25.
state kept, by name, indices dropped and copies added, names as in the netlist:
| signal | cells |
|---|---|
| a1.q | 4 |
| a2.q | 4 |
| a3.q | 8 |
| a4.q | 10 |
worst max-delay path: stages, from the launching register on:
cell,delay [ns]
dfrtp_1,0.38
nand2_1,0.09
fa_1,0.53
inv_1,0.05
fa_1,0.50
ha_1,0.29
a21o_2,0.12
a21oi_2,0.07
or4b_1,0.46
o2111ai_1,0.11
cells in the final DEF (no fill, tap or decap), drive strengths merged, types with 2 or more instances in the layout:
| cell type | n |
|---|---|
| dfrtp | 26 |
| a211oi | 2 |
| o21ai | 2 |
| nor2 | 8 |
| nand3 | 3 |
| o211ai | 3 |
| a21oi | 8 |
| and2 | 10 |
| clkdlybuf4s50 | 19 |
| xnor2 | 10 |
| ha | 20 |
| a21o | 3 |
| clkbuf | 3 |
| fa | 5 |
| nand2 | 12 |
| nor3 | 2 |
| inv | 17 |
where the power goes:
part / internal (mW) / switching [mW]
logic: 0.327 / 0.270
registers: 0.377 / 0.0511
clock network: 0.149 / 0.0892
total: 0.852 / 0.410
worst max-delay path by stage:
stage	cells past startpoint	slack [ns]	endpoint
5_1_grt	9	0.75	a3.q[7]
6_report	9	0.91	a3.q[7]
4_1_cts	9	0.90	a3.q[7]
cells by family (layout without fill, tap and decap cells):
kind of cell               count (synthesis)  count (layout)  share of synthesized area (%)
AOI/OAI and AO/OA                         22              22                           10.5
buffers and inverters                     17              41                           4.25
adders and majority gates                 25              25                           23.3
and+or+nand+nor                           39              39                           12.8
xor gates and xnor gates                  10              10                           5.83
DFF                                       26              26                           43.3
final cells by class:
type                            count  area (um2)
Tap cell                          129         161
Fill cell                        1024        7350
Multi-Input combinational cell     96         787
Timing Repair Buffer               20         198
Sequential cell                    26         651
Clock inverter                      1        30.0
Inverter                           17        63.8
Clock buffer                        3        41.3
metal layers:
metal | share of wire, % | up-vias | global-route usage, %
met5 | 0 | - | 0
met4 | 0.71 | 0 | 0.232
met3 | 6.5 | 2 | 1.51
met2 | 38 | 22 | 5.45
met1 | 55 | 439 | 5.55
li1 | - | 513 | -
through the flow:
step	hold WS, ns	cell area [um2]	setup WS (ns)
after global routing	0.515	1930	0.745
final	0.476	1930	0.915
after detailed placement	0.460	1860	0.925
after global placement	0.454	1860	0.974
after CTS	0.481	1930	0.896
after floorplan	0.424	1500	1.03
No activity file was given, so power comes from the tool's default toggle rates.
