==> /design/flow/design.v <==
module dct_19BEE0032(input signed[3:0] x0,x1,x2,x3, output signed [6:0] y0,y1,y2,y3);
wire signed [5:0] w1,w2,w3,w4;
parameter c1=2; 
parameter c2=3; 
parameter c3=4; 
assign w1=x0+x3;
assign w2=x0-x3;
assign w3=x1+x2;
assign w4=x1-x2;
assign y0=(w3+w1)*c2;
assign y2=(w3-w1)*c2;
assign y1=(c1*w2+c3*w4);
assign y3=(c3*w2-c1*w4);
endmodule
==> /design/flow/run.sh <==
#!/bin/bash
# OpenROAD 26Q1-2900-gdf79404cd8, Yosys 0.63+post, stock flow scripts
make -C /OpenROAD-flow-scripts/flow DESIGN_CONFIG=/design/flow/config.mk WORK_HOME=/design/flow/orfs finish
==> /design/flow/config.mk <==
export PLATFORM = sky130hd
export DESIGN_NAME = dct_19BEE0032
export DESIGN_NICKNAME = dct_19BEE0032
export VERILOG_FILES = /design/flow/design.v
export SDC_FILE = /design/flow/constraint.sdc
export NUM_CORES = 4
export LEC_CHECK = 1
export CORE_AREA = 10 10 100 100
export DIE_AREA = 0 0 110 110
==> /design/flow/constraint.sdc <==
current_design dct_19BEE0032

set clk_period 9.0
set clk_io_pct 0.2

create_clock -name clk0 -period $clk_period

set non_clock_inputs [all_inputs -no_clocks]
set_input_delay [expr $clk_period * $clk_io_pct] -clock clk0 $non_clock_inputs
set_output_delay [expr $clk_period * $clk_io_pct] -clock clk0 [all_outputs]
==> run summary <==
yosys + openroad results -> status=finished, final reports clean, yosys stat area=0.00168 sq mm, Die Y=110 um, # setup viols final=0, DRT iter0 DRCs=17, Combinational Power Share=100.0%, internal power=433 uW, final wirelength=3.51 mm, Netlist cell types=27, post-cts sizing count=0, share of layout cells above drive strength 1=under 10%, WL/cell=10.4 um, vias in the first global route=1,320, Max Freq=0.134 GHz, TNS Setup=0 ns, crit path DAT=roughly 5.6 ns, Combinational Area=0.00148 sq mm, Finished Core Util=28.0%, IO Count=44, top cells by area=ha_1 (39%), fa_1 (12%), xnor2_1 (9.9%), Area growth syn-to-layout=30.2%, Synth Cell Area=roughly 0.0017 sq mm, Detailed Place HPWL=3.36 mm, clock share of power=0%, Synth Seq Share=0%, min cycle time layout=7.44 ns, Required @ worst endpoint=7.20 ns, die area=0.0121 sq mm, ANT nets after route=0, drt drc=0, cell taking the most area after synthesis=ha_1, crit start category=input port, Final Max Slew Viols=0, syn avg cell area=8.52 sq um, Buffers on Ports=42, max-cap violations=0, row count=32, layout filler cell count=about 830, Final GP Congestion=0.823, critical path type=in -> out, Worst setup EP type=output pin, Sw Share=36.3%, Pwr Density=311 mW/mm^2, die width=110 um, register area=0 sq um, vias=1,306, all-layer global routing usage=5.86%, Overflow after GRT=0, first-pass GRT wire length=5.94 mm, sequential power share=0%, Min-Delay Path Class=in -> out, clkbuf count=0, synthesized instance count=~200, Setup Buffers After CTS=0, hold buffer count at cts=0, Largest type area fraction=38.7%, largest net degree at the start of global routing=8, Flops=0, synth warn=0, maximum VDD drop=0.000115 V, n_diodes=0, pre-placement core utilization=21.5%, leakage power=~1.1 nW, Final Hold Viols=0, Core ar.=0.00781 sq mm, Log Warnings=about 45, Tcrit/Tclk final=around 83%, ys cells=around 200, Sw Pwr=246 uW, vias per inst=3.89, Top cells excl fill/tap=ha_1 (52), inv_1 (43), clkdlybuf4s50_1 (42), drt pass-1 iters=4, antenna violations before repair=0, RSZ-0062 raised after global routing=false, dominant logic cell type in the layout=ha_1, crit path max fanout=4
==> cell usage after synthesis (all sizes together), types with 3 or more instances <==
library cell and count:
xnor2 19, o21bai 5, ha 52, buf 5
xor2 11, a21oi 18, nand2 4, o21ai 3
inv 43, fa 10, a21o 13
==> metal layers <==
| metal | part of all wire [%] | track usage, % | wire (um) | vias to the layer above |
|---|---|---|---|---|
| met5 | 0 | 0 | 0 | - |
| met4 | 0 | 0 | 0 | 0 |
| met3 | 9.1 | 1.76 | 321 | 0 |
| met2 | 47 | 9.95 | 1660 | 21 |
| met1 | 43 | 7.66 | 1520 | 575 |
| li1 | - | - | - | 710 |
==> per-stage QoR <==
| step | std cells | area (sq um) | hold WS, ns | total power, mW | setup WS, ns |
|---|---|---|---|---|---|
| floorplan | 198 | 1680 | 3.77 | 0.341 | 2.74 |
| global placement | 336 | 2190 | 4.78 | 0.695 | 1.51 |
| detailed placement | 336 | 2190 | 4.77 | 0.700 | 1.51 |
| CTS | 336 | 2190 | 4.78 | 0.707 | 1.50 |
| global route | 336 | 2190 | 4.82 | 0.782 | 1.19 |
| finish | 336 | 2190 | 4.76 | 0.679 | 1.56 |
==> power groups by stage <==
| stage | combinational (mW) | sequential [mW] | clock [mW] |
|---|---|---|---|
| CTS | 0.707 | 0 | 0 |
| global route | 0.782 | 0 | 0 |
| finish | 0.679 | 0 | 0 |
==> worst max-delay path, stage by stage <==
cell and delay [ns]:
clkdlybuf4s50_1 0.56, inv_1 0.09, fa_1 0.61, inv_1 0.10
ha_1 0.29, a21o_1 0.18, a21oi_1 0.22, xnor2_1 0.13
ha_1 0.31, inv_1 0.06, fa_1 0.45, inv_1 0.07
a21o_1 0.10, a21oi_1 0.07, xnor2_1 0.13, clkdlybuf4s50_1 0.49
==> logic make-up after synthesis <==
family / synth area share, %
fa+ha+maj: 50.7
simple gates: 3.88
xor+xnor: 16.1
compound gates: 16.8
buf+inv: 12.3
other cells: 0.223
==> final timing paths <==
check             startpoint    end  depth (start not counted)
hold / removal         x3[0]  y1[1]                          4
setup / recovery       x0[1]  y0[6]                         16
==> area by class of cell <==
class	count	area share [%]
inverter	43	7.38
multi-input combinational	149	67.5
tap	102	5.84
timing repair buffer	42	19.2
No activity file was given, so power comes from the tool's default toggle rates.
