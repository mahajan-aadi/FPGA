[/design/flow/run.sh]
#!/bin/bash
# OpenROAD 26Q1-2900-gdf79404cd8, Yosys 0.63+post, stock flow scripts
make -C /OpenROAD-flow-scripts/flow DESIGN_CONFIG=/design/flow/config.mk WORK_HOME=/design/flow/orfs finish
[/design/flow/config.mk]
export PLATFORM = sky130hd
export DESIGN_NAME = fir_19BEE0032
export DESIGN_NICKNAME = fir_19BEE0032
export VERILOG_FILES = /design/flow/design.v
export SDC_FILE = /design/flow/constraint.sdc
export NUM_CORES = 4
export LEC_CHECK = 1
export CORE_AREA = 10 10 90 90
export DIE_AREA = 0 0 100 100
[/design/flow/constraint.sdc]
current_design fir_19BEE0032

set clk_period 3.8
set clk_io_pct 0.2

create_clock -name clk0 -period $clk_period [get_ports {clk}]

set non_clock_inputs [all_inputs -no_clocks]
set_input_delay [expr $clk_period * $clk_io_pct] -clock clk0 $non_clock_inputs
set_output_delay [expr $clk_period * $clk_io_pct] -clock clk0 [all_outputs]
[/design/flow/design.v]
module acc_4bit(input[3:0]d,input clk,rst,output reg[3:0]q); 
  always@(posedge clk or negedge rst) 
  if(!rst) 
    q <= 4'b0000; 
  else 
    q <= d; 
endmodule  
module fir_19BEE0032(input [3:0]x,input clk,rst,output [9:0]y); 
wire[3:0] w1,w2,w3,w4; 
wire[7:0] w5,w6,w7,w8; 
wire[9:0] w9,w10; 
parameter b0 = 4'b0001; 
parameter b1 = 4'b0010; 
parameter b2 = 4'b0011; 
parameter b3 = 4'b0100; 
acc_4bit r1(x,clk,rst,w1); 
acc_4bit r2(w1,clk,rst,w2); 
acc_4bit r3(w2,clk,rst,w3); 
acc_4bit r4(w3,clk,rst,w4); 
assign w5=w1*b0; 
assign w6=w2*b1; 
assign w7=w3*b2; 
assign w8=w4*b3; 
assign w9=w5+w6; 
assign w10=w9+w7; 
assign y=w10+w8; 
endmodule
==> flow_metrics.py <==
# Generated from Yosys and OpenROAD reports
metrics = {
    "clock_tree": {
        "cts_tree": "built",
        "clock_latency_ns": 0.24,
        "clock_path_buffers": 2,
        "cts_root_buf": "clkbuf_8",
        "clkSinkCount": 16,
        "cts_max_level": 1,
        "cts_hold_buf": 0,
        "cts-buffers-inserted": 3,
        "clk_pin_slew_ns": 0.06,
    },
    "global_routing": {
        "first_global_vias": 457,
        "grt_max_degree": 17,
        "overflow": 0,
        "antenna_found_initial": 0,
        "grt_pass1_wl_mm": 2.13,
        "groute.usage.overall_pct": 2.60,
    },
    "setup_path": {
        "arrival_ns": 3.15,
        "cp_top_family": "adder cells",
        "worstSetupEndpointType": "output pin",
        "crit_required_ns": 3.04,
        "path_max_fanout": 2,
        "critical_path_class": "reg2out",
        "crit_path_cell_trace": "inv_2 -> fa_1 -> inv_1 -> fa_1 -> inv_1 -> fa_1 -> inv_1 -> ha_2 -> fa_2 -> buf_6 -> xor2_2 -> buf_2",
        "slowest_delay_ns": 0.53,
        "path_buffers": 6,
        "slowest_stage": "fa_1",
        "critPathLaunchType": "flop",
    },
    "detailed_routing": {
        "firstDrtPassIters": 2,
        "antenna_cells": 0,
        "wl_per_cell_um": 7.66,
        "viasPerCell": 2.69,
        "routed_wl_mm": 1.24,
        "route.antenna.remaining_nets": 0,
        "drtIter0Drc": 10,
        "routed-via-count": 435,
        "drc": 0,
    },
    "final_timing": {
        "fmax_ghz": 0.256,
        "rsz0062_at_grt": "true",
        "period_needed_ns": 3.91,
        "slew_headroom_pct": 52.6,
        "report.final.setup_viol": 2,
        "fin_setup_tns_ns": -0.165,
        "drv_slew": 0,
        "setup_ws_ns": -0.108,
        "tightest_slew_ns": 0.709,
        "clock_skew_ns": 0.000998,
        "layout_worst_path_cycle_share_pct": 103,
        "timing.final.hold_violations": 0,
    },
    "power_and_ir_drop": {
        "switching_share_pct": 27.0,
        "p_leak_nw": 0.578,
        "internal-power_mw": 0.368,
        "p_sw_mw": 0.136,
        "irDropWorstVdd_uv": 151,
        "clockPowerShare_pct": 23.6,
        "p_per_area_nw_per_um2": 430,
        "power.share.sequential_pct": 36.6,
        "comb_power_share_pct": 39.8,
    },
    "synth": {
        "ys_cells": 65,
        "synth_area_per_cell_um2": 13.4,
        "ys_area_um2": 873,
        "synthCells": 65,
        "synth_flops": 16,
        "syn_area_um2": 873,
        "ys_warn_count": 1,
        "ys_seq_share_pct": 45.8,
        "synth.distinct_cells": 11,
    },
    "final_layout": {
        "layout_top_cell": "inv_1",
        "area_delta_synth_final_pct": 34.2,
        "instances_no_fill": 162,
        "drive_gt1_share_pct": 23.5,
        "layout_top_cells": "inv_1, dfrtp_1, fa_1",
        "stdcell_area_um2": 1170,
    },
    "outcome": {
        "violations": "setup timing",
        "status": "finished, violations left",
    },
    "floorplan": {
        "fp.dieW_um": 100,
        "ioPinCount": 16,
        "initial_core_util_pct": 13.9,
        "die_y_um": 100,
        "rows": 29,
        "die-area_um2": 10000,
        "coreArea_um2": 6280,
    },
    "place": {
        "place_ws_ns": -0.315,
        "place.gp.congestion": 0.736,
        "place_inst": 157,
        "placed_cell_area_um2": 1110,
        "place_hpwl_mm": 1.08,
        "io_buffers": 13,
    },
    "run": {
        "warnings": 29,
        "cap_viol_max_count": 0,
    },
    "hold_path": {
        "hp-class": "reg2reg",
    },
}
cell usage after synthesis, drive strengths merged:
master / n / area (um2)
dfrtp: 16 / 400
inv: 20 / 75.1
conb: 1 / 3.75
a21oi: 2 / 13.8
xor2: 2 / 17.5
buf: 2 / 15.0
a21o: 1 / 7.51
fa: 11 / 220
o21bai: 1 / 7.51
ha: 9 / 113
registers in the layout (all words and copies together), names as in the netlist:
register / count
r4.q: 4
r2.q: 4
r1.q: 4
r3.q: 4
per-stage QoR:
stage / util (%) / hold slack [ns] / total power [mW]
final: 18.7 / 0.372 / 0.504
after global routing: 18.7 / 0.397 / 0.557
after CTS: 18.5 / 0.375 / 0.520
after detailed placement: 17.7 / 0.359 / 0.403
after global placement: 17.7 / 0.358 / 0.402
after floorplan: - / 0.354 / 0.272
power by group through the flow:
stage	clock (mW)	sequential, mW	combinational (mW)
after CTS	0.126	0.185	0.209
after global routing	0.133	0.186	0.238
final	0.119	0.185	0.200
path summary, 6_finish.rpt:
kind                         start       to  slack (ns)  depth (start not counted)
hold reg to reg            r1.q[2]  r2.q[2]        0.37                          0
hold / removal             r1.q[2]  r2.q[2]        0.37                          0
setup / recovery           r3.q[3]     y[5]       -0.11                         12
max in group asynchronous      rst  r4.q[2]        2.41                          1
min in group asynchronous      rst  r1.q[0]        0.95                          1
setup reg to reg           r3.q[3]  r4.q[3]        3.17                          1
cell families after synthesis:
| group | share of synthesized area [%] |
|---|---|
| compound gates | 3.30 |
| flops | 45.8 |
| other cells | 0.429 |
| xor+xnor | 2.01 |
| buf+inv | 10.3 |
| fa+ha+maj | 38.1 |
cell type report:
| cell class | count | area, um2 |
|---|---|---|
| clock buffer | 3 | 41.3 |
| multi-input combinational | 28 | 405 |
| sequential | 16 | 400 |
| inverter | 20 | 75.1 |
| tap | 77 | 96.3 |
| fill | 678 | 5100 |
| timing repair buffer | 18 | 154 |
per-layer routing:
layer	up-vias	global-route usage, %	wire length (um)
li1	226	-	-
met1	193	4.29	751
met2	14	3.19	430
met3	2	0.833	47
met4	0	0.435	10
met5	-	0	0
timing repair:
action	in CTS	in global routing
pin swaps	6	1
setup endpoints to repair	5	5
buffers inserted	2	0
resized	19	2
Power figures rest on the tool's default switching activity, not on a simulated workload.
